==> design/flow/design.v <==
module mux_D (
    input [1:0] MD,
    input [31:0] F, data_out, V_xor_N,
    output reg [31:0] bus_D
);
    always @(*) begin
        case (MD)
            0: bus_D = F;
            1: bus_D = data_out;
            2: bus_D = V_xor_N; 
            default: bus_D = 32'bx;
        endcase
    end
endmodule
==> design/flow/run.sh <==
#!/bin/bash
# OpenROAD 26Q1-2900-gdf79404cd8, Yosys 0.63+post, stock flow scripts
make -C /OpenROAD-flow-scripts/flow DESIGN_CONFIG=/design/flow/config.mk WORK_HOME=/design/flow/orfs finish
==> design/flow/config.mk <==
export PLATFORM = sky130hd
export DESIGN_NAME = mux_D
export DESIGN_NICKNAME = mux_D
export VERILOG_FILES = /design/flow/design.v
export SDC_FILE = /design/flow/constraint.sdc
export NUM_CORES = 4
export LEC_CHECK = 1
export CORE_AREA = 10 10 71 71
export DIE_AREA = 0 0 81 81
==> design/flow/constraint.sdc <==
current_design mux_D

set clk_period 3.1
set clk_io_pct 0.2

create_clock -name clk0 -period $clk_period

set non_clock_inputs [all_inputs -no_clocks]
set_input_delay [expr $clk_period * $clk_io_pct] -clock clk0 $non_clock_inputs
set_output_delay [expr $clk_period * $clk_io_pct] -clock clk0 [all_outputs]
==> flow_metrics.py <==
# Auto-generated metrics
metrics = {
    "outcome": {
        "outcome": "complete, no violations",
    },
    "floorplanning": {
        "coreArea_um2": 3630,
        "fp_util_pct": 17.5,
        "rows": 22,
        "die_h_um": 81,
        "die_area_um2": 6560,
        "die_w_um": 81,
        "ios": 130,
    },
    "route": {
        "viasPerCell": 4.67,
        "drtPass1Iterations": 4,
        "drt_iter0_markers": 96,
        "ant_nets": 0,
        "drc": 0,
        "num_vias": 1340,
        "antenna_cells_inserted": 0,
        "routed_wl_um": 4640,
        "wl_per_cell_um": 16.2,
    },
    "pwr": {
        "powerDensity_nw_per_um2": 161,
        "p_leak_nw": 0.754,
        "ir_drop_mv": 0.0629,
    },
    "logic_synthesis": {
        "aoi_share_pct": 62.9,
        "synth.top_cell.area_share_pct": 37.7,
        "adder_share_pct": 3.93,
        "mux_area_share_pct": 0,
        "netlist_instances": 113,
        "ys_sh_simple_pct": 18.9,
        "postSynthSeqShare_pct": 0,
        "synth_cell_types": 8,
        "topCombFamilyByArea": "AND-OR/OR-AND gates",
        "ys_cells": 113,
        "yosys_area_um2": 637,
        "synth.area.top_cells": "a22oi_1, o21ai_1, nand2_1, buf_2, buf_6",
        "yosys_warnings": 1,
        "syn-mean-instance-area_um2": 5.64,
        "synthesis.area_um2": 637,
        "yosys.area_share.xor_xnor_pct": 0,
        "largest_area_cell": "a22oi_1",
    },
    "sta": {
        "relSlewSlack_pct": 87.3,
        "drv_slew": 0,
        "max_freq_mhz": 342,
        "fin_tns_setup_ns": 0,
        "hold_viol": 0,
        "grt_setup_unrepaired": "no",
        "setup_viol": 0,
        "worst_pin_slew_ns": 0.191,
        "min_period_over_period_pct": 94.4,
        "min_period_ns": 2.93,
    },
    "cells_and_area": {
        "drive_above_1_share_pct": 4.18,
        "clkbuf_count": 0,
        "utilization_pct": 55.7,
        "final_cell_area_um2": 2020,
        "final_cell_mix": "clkdlybuf4s50_1, a22oi_1, nand2_1",
        "syn_to_final_growth_pct": 218,
        "seq_area_um2": 0,
        "lay_top_count": "clkdlybuf4s50_1",
        "ff_count": 0,
    },
    "run": {
        "cap_viol_max_count": 0,
        "log.warning_count": 33,
    },
    "grt": {
        "grt_pass1_vias": 1274,
        "grtUsageTotal_pct": 12.5,
        "grt_max_degree": 53,
        "grt_pass1_wl_um": 6700,
        "grt_overflow": 0,
        "antenna_found_initial": 0,
    },
    "placed_design": {
        "place.detailed.hpwl_um": 3860,
        "io_buffers": 130,
        "routabilityCongestion": 0.859,
        "placed_cell_area_um2": 1990,
    },
    "hold_path": {
        "holdCritStartpoint": "F[12]",
        "hold_path_class": "input port to output port",
    },
    "critical_path": {
        "cp_max_fo": 18,
        "cp-startpoint": "MD[1]",
        "cp_data_arrival_time_ns": 2.31,
        "endpoint_kind": "output port",
        "cp-start-kind": "input port",
        "required_ns": 2.48,
        "path_class": "input port to output port",
    },
    "clock_network": {
        "cts_hold_buf": 0,
    },
}
## worst max-delay path, cell delays in order
cell and delay (ns):
clkdlybuf4s50_1 0.46, inv_1 0.08, ha_1 0.19, buf_4 0.24
a22oi_1 0.09, o21ai_1 0.13, clkdlybuf4s50_1 0.49
## cell families after synthesis
kind of cell	Yosys count
compound gates	64
fa+ha+maj	2
buf+inv	15
simple gates	32
## routing by layer
metal | vias to the layer above | wire length (um) | share of wire [%] | global-route usage (%)
li1 | 677 | - | - | -
met1 | 588 | 1880 | 41 | 16.4
met2 | 75 | 2250 | 48 | 20.5
met3 | 0 | 508 | 11 | 4.45
met4 | 0 | 0 | 0 | 0
met5 | - | 0 | 0 | 0
## final timing paths
path	end	slack (ns)	cells after the start
setup / recovery	bus_D[15]	0.17	7
hold / removal	bus_D[12]	2.14	4
## cell usage after synthesis
| cell type | number |
|---|---|
| a22oi_1 | 32 |
| buf_2 | 10 |
| buf_6 | 3 |
| ha_1 | 2 |
| inv_1 | 2 |
| nand2_1 | 32 |
| o21ai_0 | 2 |
| o21ai_1 | 30 |
## timing repair
| item | 4_1_cts | 5_1_grt |
|---|---|---|
| setup buffers | 0 | 0 |
| setup endpoints to repair | 0 | 9 |
| resized | 0 | 1 |
## final cells by class
cell class	count	area, um2
Tap cell	48	60.1
Fill cell	335	1610
Multi-Input combinational cell	98	558
Timing Repair Buffer	139	1400
Inverter	2	7.51
## stage by stage
step | setup slack [ns] | instances | hold WS [ns] | total power, mW
floorplan | 1.16 | 113 | 1.30 | 0.0814
finish | 0.173 | 287 | 2.14 | 0.326
global placement | 0.110 | 286 | 2.16 | 0.315
CTS | 0.0764 | 286 | 2.15 | 0.320
global route | 0.0185 | 287 | 2.18 | 0.358
detailed placement | 0.0764 | 286 | 2.15 | 0.318
## where the power goes
part           switching [mW]  total (mW)  internal (mW)
Combinational          0.0935       0.326          0.233
Clock                       0           0              0
Sequential                  0           0              0
Total                  0.0935       0.326          0.233
Power is estimated from default activity; no workload was simulated.
